==> ./design.v <==
`timescale 1ns / 1ps
module seven_seg_behav(
    input logic [3:0] num,
    input logic [2:0] sel,
    output logic A,B,C,D,E,F,G,DP,
    output logic [7:0] AN
    );
    always_comb
        begin
        DP = 1;
            case(num)
                4'b0000 : {A,B,C,D,E,F,G} = 7'b0000001;
                4'b0001 : {A,B,C,D,E,F,G} = 7'b1001111;
                4'b0010 : {A,B,C,D,E,F,G} = 7'b0010010;
                4'b0011 : {A,B,C,D,E,F,G} = 7'b0000110;
                4'b0100 : {A,B,C,D,E,F,G} = 7'b1001100;
                4'b0101 : {A,B,C,D,E,F,G} = 7'b0100100;
                4'b0110 : {A,B,C,D,E,F,G} = 7'b0100000;
                4'b0111 : {A,B,C,D,E,F,G} = 7'b0001111;
                4'b1000 : {A,B,C,D,E,F,G} = 7'b0000000;
                4'b1001 : {A,B,C,D,E,F,G} = 7'b0000100;
                4'b1010 : {A,B,C,D,E,F,G} = 7'b0001000;
                4'b1011 : {A,B,C,D,E,F,G} = 7'b1100000;
                4'b1100 : {A,B,C,D,E,F,G} = 7'b0110001;
                4'b1101 : {A,B,C,D,E,F,G} = 7'b1000010;
                4'b1110 : {A,B,C,D,E,F,G} = 7'b0110000;
                4'b1111 : {A,B,C,D,E,F,G} = 7'b0111000;
            endcase
        end
        always_comb
            begin
                case(sel)
                    3'b000 : AN = 8'b11111110;
                    3'b001 : AN = 8'b11111101;
                    3'b010 : AN = 8'b11111011;
                    3'b011 : AN = 8'b11110111;
                    3'b100 : AN = 8'b11101111;
                    3'b101 : AN = 8'b11011111;
                    3'b110 : AN = 8'b10111111;
                    3'b111 : AN = 8'b01111111;
                endcase
            end
endmodule
==> ./run.sh <==
#!/bin/bash
# OpenROAD 26Q1-2900-gdf79404cd8, Yosys 0.63+post, stock flow scripts
make -C /OpenROAD-flow-scripts/flow DESIGN_CONFIG=/design/flow/config.mk WORK_HOME=/design/flow/orfs finish
==> ./config.mk <==
export PLATFORM = sky130hd
export DESIGN_NAME = seven_seg_behav
export DESIGN_NICKNAME = seven_seg_behav
export VERILOG_FILES = /design/flow/design.v
export SDC_FILE = /design/flow/constraint.sdc
export NUM_CORES = 4
export LEC_CHECK = 1
export CORE_AREA = 10 10 70 70
export DIE_AREA = 0 0 80 80
export SYNTH_HDL_FRONTEND = slang
==> ./constraint.sdc <==
current_design seven_seg_behav

set clk_period 1.2
set clk_io_pct 0.2

create_clock -name clk0 -period $clk_period

set non_clock_inputs [all_inputs -no_clocks]
set_input_delay [expr $clk_period * $clk_io_pct] -clock clk0 $non_clock_inputs
set_output_delay [expr $clk_period * $clk_io_pct] -clock clk0 [all_outputs]
==> out/results.ini <==
[floorplan]
fp_util=0.101
fp.coreArea_um2=3420
std_cell_rows=21
die_w_um=80
design.portCount=23
floorplan.die_area_um2=6400
die-height_um=80

[setup_path]
endpoint_kind=primary output
crit_slowest_cell=sky130_fd_sc_hd__or3b_1
critical_path_buf_inv_count=3
timing.critical_path.slowest_cell_delay_ns=0.35
worstSetupPathType=input pin to primary output
cp_data_arrival_time_ns=1.27
crit_chain=buf_12 -> inv_12 -> ha_4 -> and2b_2 -> or3b_1 -> o21ai_1 -> buf_2
critPathRequiredTime_ns=0.96
crit_path_max_fanout=5
cpLargestDelayFamily=simple AND/OR/NAND/NOR gates
startpoint_type=input pin

[route]
wirelength_met1_um=653
initialDrtViolationCount=13
finalWirelength_um=1360
n_antenna_cell=0
viasPerCell=3.50
route.detailed.wl_per_inst_um=11.1
firstDrtPassIters=3
route.top_layer_used=met3
detailroute.via_count=430
met2WireLength_um=608
drc=0
antenna_left=0
met3_length_um=100

[layout]
post_route_cells_drive_above_1_share=0.623
n_sequential_cell=0
register_area_um2=0
final_design_area_no_fill_um2=783
logic_area_um2=389
final_layout_top_logic_cell=sky130_fd_sc_hd__buf_2
mostFrequentLayoutCells=sky130_fd_sc_hd__buf_2, sky130_fd_sc_hd__buf_6, sky130_fd_sc_hd__buf_4, sky130_fd_sc_hd__dlygate4sd2_1, sky130_fd_sc_hd__ha_4
layout.clock_buffers=0
utilization=0.229
fillers=381
flow.area_growth_from_synthesis_pct=127

[global_route]
first_global_vias=454
wire_length_of_the_first_global_routing_pass_um=2110
globalRoute.totalOverflow=0
grt_max_degree=9
track_usage=0.0386
antenna_violations_before_repair=0

[synthesis]
synthesis.yosys.warnings=0
syn_area_um2=345
postSynthCellCount=43
area_of_the_synthesized_netlist_per_yosys_stat_um2=345
post_synth_num_cell_types=21
synthesis.area_per_instance_um2=8.03
synth-cells-yosys=43
synth_seq_share=0

[flow_run]
number_of_maximum_capacitance_constraint_violations=0
stage_log_warnings=41

[timing]
final.setup.worst_slack_ns=-0.314
finalCritPeriodShare=1.26
hold_violations=0
rsz0062_at_grt=true
setup_viol_count_final=7
fmaxAchievable_ghz=0.661
period_minus_slack_ns=1.51
final_max_slew_viol_count=0

[hold_path]
holdCritPathClass=input pin to primary output
worst_hold_startpoint=sel[0]
worst_hold_path.num_cells=3
min_to=AN[0]

[status]
violations=negative setup slack
run_status=finished with violations

[pwr]
power_report.internal_total_mw=0.138
netSwitchingPower_mw=0.0956
power.leakage_nw=0.340
sequentialPowerShare=0
vdd.ir_drop.worst_v=0.0000539
power_switching_share=0.409
combinationalPowerShare=1.000
power.total_mw=0.234
share_clk_of_total_power=0
power_per_cell_area_nw_per_um2=299

[place]
place_congestion=0.765
pre_cts_ws_ns=-1.21
placedInstanceArea_um2=724
port_buffers=22
place_hpwl_um=1010

[clock_network]
post_cts_hold_buffer_count=0

[cells in the mapped netlist]
cell                       number  area share
sky130_fd_sc_hd__or3b_2         2       0.051
sky130_fd_sc_hd__or3b_1         1       0.025
sky130_fd_sc_hd__and2b_2        1       0.025
sky130_fd_sc_hd__buf_6          1       0.033
sky130_fd_sc_hd__a32o_1         1       0.029
sky130_fd_sc_hd__inv_1          3       0.033
sky130_fd_sc_hd__buf_2          1       0.014
sky130_fd_sc_hd__nand2_1        2       0.022
sky130_fd_sc_hd__mux2_2         1       0.033
sky130_fd_sc_hd__a22o_1         2       0.051
sky130_fd_sc_hd__nand3b_1       3       0.065
sky130_fd_sc_hd__mux2i_1        4        0.12
sky130_fd_sc_hd__o21ai_0        2       0.029
sky130_fd_sc_hd__conb_1         1       0.011
sky130_fd_sc_hd__nor2_1         6       0.065
sky130_fd_sc_hd__or3_1          1       0.018
sky130_fd_sc_hd__ha_1           7        0.25
sky130_fd_sc_hd__nand3_1        1       0.014
sky130_fd_sc_hd__buf_4          1       0.022
sky130_fd_sc_hd__a21oi_1        1       0.014
sky130_fd_sc_hd__mux4_1         1       0.076
[per-layer routing]
| metal | GRT usage | up-vias |
|---|---|---|
| li1 | - | 222 |
| met1 | 0.0536 | 198 |
| met2 | 0.0594 | 10 |
| met3 | 0.0136 | 0 |
| met4 | 0 | 0 |
| met5 | 0 | - |
[logic make-up (layout without fill, tap and decap cells)]
group | after synthesis | after routing | share of synthesized area
buffers and inverters | 6 | 40 | 0.101
AND/OR/NAND/NOR | 17 | 17 | 0.286
multiplexers | 6 | 6 | 0.225
other | 1 | 1 | 0.0109
adder cells (fa/ha/maj) | 7 | 7 | 0.254
AND-OR/OR-AND | 6 | 6 | 0.123
[final cells by class]
type               instances  area share
multi-input cells         37       0.497
repair buffers            37       0.390
well taps                 46      0.0735
inverters                  3      0.0399
[worst max-delay path by stage]
stage                   from  to  slack (ns)  cells after the start
final                 num[1]   A       -0.31                      7
after global routing  num[1]   A       -0.39                      7
after CTS             num[1]   A       -0.42                      8
[power groups by stage]
stage	Combinational [mW]	Clock, mW	Sequential (mW)
finish	0.234	0	0
global route	0.258	0	0
CTS	0.222	0	0
[through the flow]
stage                     TNS, ns  hold slack [ns]  std cells
after floorplan           -0.0168            0.495         43
after global placement     -12.00             1.48        119
after detailed placement   -12.14             1.47        119
after CTS                   -2.25            0.781        124
after global routing        -1.62            0.820        123
final                       -1.29            0.783        123
[repair_timing]
| action | CTS | global route |
|---|---|---|
| pin swaps | 10 | 7 |
| endpoints found under the setup margin | 15 | 10 |
| gates cloned | 1 | 0 |
| endpoints found under the hold margin | 0 | 0 |
| gates resized | 76 | 16 |
| buffers inserted | 4 | 1 |
