==> design/flow/design.v <==
`timescale 1ns / 1ps
module seq_seven_seg(
    input logic write,
    input logic [3:0] num,
    input logic [2:0] sel,
    input logic clk,
    input logic reset,
    output logic [7:0] anode,
    output logic [6:0] cathodes
);
    logic [3:0] mem [8];
    logic [2:0] new_sel;
    logic [16:0] Q1, Y1;
    logic [2:0] Q2, Y2;
    always_ff @(posedge clk) begin
        if (reset)
            Q1 <= 0;
        else
            Q1 <= Y1;
    end
    always_comb begin
        if (Q1 == 17'b11111111111111111)
            Y1 = 0;
        else
            Y1 = Q1 + 1'b1;
    end
    always_ff @(posedge Q1[16], posedge write) begin
        if (write)
            Q2 <= 0;
        else
            Q2 <= Y2;
    end
    always_comb begin
        if (Q2 == 3'b111)
            Y2 = 0;
        else
            Y2 = Q2 + 1'b1;
    end
    always_ff @(posedge clk) begin
        if (reset)
            mem <= {0,0,0,0,0,0,0,0};
        else if (write)
            mem[sel] <= num;
    end
    always_comb begin
        if (write)
            new_sel = sel;
        else
            new_sel = Q2;
    end
    always_comb begin
        case(new_sel)
            3'b000 : anode = 8'b11111110;
            3'b001 : anode = 8'b11111101;
            3'b010 : anode = 8'b11111011;
            3'b011 : anode = 8'b11110111;
            3'b100 : anode = 8'b11101111;
            3'b101 : anode = 8'b11011111;
            3'b110 : anode = 8'b10111111;
            3'b111 : anode = 8'b01111111;
        endcase
    end
    always_comb begin
        case(mem[new_sel])
            4'b0000 : cathodes = 7'b0000001;
            4'b0001 : cathodes = 7'b1001111;
            4'b0010 : cathodes = 7'b0010010;
            4'b0011 : cathodes = 7'b0000110;
            4'b0100 : cathodes = 7'b1001100;
            4'b0101 : cathodes = 7'b0100100;
            4'b0110 : cathodes = 7'b0100000;
            4'b0111 : cathodes = 7'b0001111;
            4'b1000 : cathodes = 7'b0000000;
            4'b1001 : cathodes = 7'b0000100;
            4'b1010 : cathodes = 7'b0001000;
            4'b1011 : cathodes = 7'b1100000;
            4'b1100 : cathodes = 7'b0110001;
            4'b1101 : cathodes = 7'b1000010;
            4'b1110 : cathodes = 7'b0110000;
            4'b1111 : cathodes = 7'b0111000;
        endcase
    end
endmodule
==> design/flow/run.sh <==
#!/bin/bash
# OpenROAD 26Q1-2900-gdf79404cd8, Yosys 0.63+post, stock flow scripts
make -C /OpenROAD-flow-scripts/flow DESIGN_CONFIG=/design/flow/config.mk WORK_HOME=/design/flow/orfs finish
==> design/flow/config.mk <==
export PLATFORM = sky130hd
export DESIGN_NAME = seq_seven_seg
export DESIGN_NICKNAME = seq_seven_seg
export VERILOG_FILES = /design/flow/design.v
export SDC_FILE = /design/flow/constraint.sdc
export NUM_CORES = 4
export LEC_CHECK = 1
export CORE_UTILIZATION = 30
export SYNTH_HDL_FRONTEND = slang
==> design/flow/constraint.sdc <==
current_design seq_seven_seg

set clk_period 5.7
set clk_io_pct 0.2

create_clock -name clk0 -period $clk_period [get_ports {clk}]

set non_clock_inputs [all_inputs -no_clocks]
set_input_delay [expr $clk_period * $clk_io_pct] -clock clk0 $non_clock_inputs
set_output_delay [expr $clk_period * $clk_io_pct] -clock clk0 [all_outputs]
==> Slide: Implementation Results <==
Synthesis and Place & Route Summary

Floorplan
  • Die Height: 99.0 microns
  • Die ar.: 0.00980 sq mm
  • I/O pin count: 25
  • Number of core rows: 35
  • Chip Width: 99.0 microns
  • FP Util: 30.7%
  • Core ar.: 0.00920 sq mm

Logic synthesis
  • Cell with the most instances after synthesis: nor2_1
  • Post-synth top area cell: dfxtp_1
  • Cell Type Count: 50
  • Syn avg cell area: 9.34 sq um
  • Gate Count Post-Synth: 302
  • Number of flops mapped to enable cells by yosys: 0
  • Asr flop ratio synth: 5.77%
  • Synthesis Warnings: 0
  • Most common reg cell: dfxtp_1
  • Synth cell count leaders: nor2_1, dfxtp_1, mux2i_1
  • Area reported by Yosys stat: 0.00282 sq mm
  • Post-synthesis register bit count: 52
  • Post-Syn Area: 0.00282 sq mm
  • Seq/Total Area, Yosys: 37.4%
  • Yosys cell count: 302
  • Top cells by area: dfxtp_1, mux2i_1, nor2_1
  • Top area contributor share: 34.8%

Timing
  • Number of unconstrained endpoints: 3
  • RSZ-0062 raised after global routing: no
  • Tcrit/Tclk final: 92.9%
  • Post-layout min period: 5.30 ns
  • Fin. Hold Viols: 0
  • Final worst-path setup slack: 0.405 ns
  • Clk_skew: 0.00873 ns
  • Final hold slack: 0.474 ns
  • Setup violations, final: 0
  • Final Max Tran Viols: 0
  • Slew @ Worst Pin: 0.924 ns
  • Post-route setup TNS: 0 ns
  • Fmax: 189 MHz
  • Count of unclocked register or latch pins: 3
  • Max-slew headroom: 37.9%

Setup path
  • Reg2reg path depth: 8
  • Crit path DRT: 4.56 ns
  • WP buf/inv: 4
  • Crit-path cells: clkdlybuf4s50_1, mux2i_2, buf_4, mux2i_1, nand2_1, a22oi_2, buf_4, mux2i_1, o22ai_1, clkdlybuf4s50_1
  • CP Class: input pin to output port
  • Worst path arrival time: 4.16 ns
  • CP delay by family, top: buffers and inverters
  • Crit path max-delay cell type: a22oi_2
  • Worst path max stage delay: 0.61 ns
  • Critical path endpoint category: output port
  • Crit Path Max Fanout: 13
  • Number of cells on the critical path: 10
  • CP startpoint kind: input pin

Power and ir drop
  • Power per cell area: 221 mW/mm^2
  • Pwr Total: 0.720 mW
  • Maximum vdd ir drop: 126 uV
  • Leakage: 1.40 nW

CTS
  • Post-CTS setup buffers: 0
  • CTS clock-pin slew for the worst setup and hold paths: 0.07 ns
  • CTS Hold Bufs: 0
  • Root Driver: clkbuf_8
  • CTS Buffer Depth: 2
  • Clk latency late pin: 0.29 ns
  • CTS tree: yes
  • H-tree depth: 2
  • Cts repair resizes: 0
  • CTS buffer count: 5

Cells and area
  • Fillers: 955
  • Layout cells sized above 1: 10.9%
  • Synth-to-Final Area Change: 15.5%

Global routing
  • Vias in the first global route: 1,930
  • Pin count of the biggest net entering global routing: 34
  • Grt total ovfl: 0
  • First-pass GRT wire length: 9570 microns
  • Initial antenna violation count: 0
  • Total track usage: 12.3%

Flow run
  • MaxCap Viol Count: 0
  • Number of logged tool warnings: 29

Detailed routing
  • Final wirelength: 5760 microns
  • First-pass DRT Iterations: 4
  • Final ANT Viol Nets: 0
  • Residual DRC: 0
  • DR iter-0 viols: 69
  • Routed len/inst: 13.3 microns
  • Vias per Instance: 4.81
  • ANT cells: 0
  • Vias: 2,082

Placement
  • Number of port buffers: 24
  • DP Worst Slack: 0.423 ns
  • GPL Wtd Cong: 0.832
  • DP Wirelength: 4230 microns

Run status
  • Outcome: complete, no violations

Hold path
  • Hold depth: 1
  • Hold Path Class: register to register
-- metal layers --
metal,GRT usage (%),part of all wire [%],up-vias
met5,0,0,-
met4,1.38,0.62,0
met3,2.16,3.6,4
met2,18.6,45,39
met1,19.2,51,973
li1,-,-,1066
-- through the flow --
stage               cell area, sq um  instances  utilization (%)
floorplan                       2820        302                -
global placement                3140        425             34.2
detailed placement              3140        425             34.2
CTS                             3260        433             35.4
global route                    3260        433             35.4
finish                          3260        433             35.4
-- area by class of cell --
class,count,area [sq um],share of cell area (%)
Clock buffer,7,86.3,2.65
Clock inverter,1,30.0,0.922
Inverter,14,52.6,1.61
Multi-Input combinational cell,217,1600,49.2
Sequential cell,52,1060,32.4
Tap cell,111,139,4.26
Timing Repair Buffer,31,293,8.99
-- sequential cells by signal, summed over array words and instances (netlist names) --
name and flops:
Q1 17, Q2 3, mem 32
-- report_power, final --
| group | internal [mW] | switching [mW] | leakage (nW) | total, mW |
|---|---|---|---|---|
| sequential | 0.349 | 0.00419 | 0.439 | 0.353 |
| clock | 0.143 | 0.108 | 0.0585 | 0.251 |
| combinational | 0.0583 | 0.0577 | 0.903 | 0.116 |
| total | 0.550 | 0.170 | 1.40 | 0.720 |
-- path summary, 6_finish.rpt --
path,start,end,slack [ns]
max,write,cathodes[0],0.41
min,Q1[0],Q1[0],0.47
max reg2reg,Q1[7],Q1[4],3.53
min reg2reg,Q1[0],Q1[0],0.47
-- placed cells by master, fill, tap and decap left out, drive strengths merged, types with 2 or more instances in the layout --
master,synthesis,routed
mux2i,48,48
clkdlybuf4s50,0,24
xor2,9,9
nand2,17,17
a221oi,2,2
a221o,2,2
nor3b,6,6
buf,7,7
nor2b,2,2
nor3,4,4
xnor2,6,6
o22ai,3,3
and3,6,6
clkbuf,12,7
o21ai,4,4
nand4b,2,2
dfrtp,3,3
a211oi,2,2
a21oi,3,3
dfxtp,49,49
a31o,2,2
nand3,13,13
inv,14,14
ha,10,10
a21o,2,2
nor2,59,59
o31ai,3,3
-- logic make-up after synthesis --
| group | share of synthesized area (%) |
|---|---|
| AND/OR/NAND/NOR | 19.1 |
| flip-flops | 37.4 |
| multiplexers | 18.1 |
| buffers and inverters | 5.81 |
| AND-OR/OR-AND | 10.5 |
| XOR/XNOR | 4.66 |
| adder cells (fa/ha/maj) | 4.43 |
Power and IR drop assume default switching activity.
