--- run.sh ---
#!/bin/bash
# OpenROAD 26Q1-2900-gdf79404cd8, Yosys 0.63+post, stock flow scripts
make -C /OpenROAD-flow-scripts/flow DESIGN_CONFIG=/design/flow/config.mk WORK_HOME=/design/flow/orfs finish
--- config.mk ---
export PLATFORM = sky130hd
export DESIGN_NAME = seven_seg_com
export DESIGN_NICKNAME = seven_seg_com
export VERILOG_FILES = /design/flow/design.v
export SDC_FILE = /design/flow/constraint.sdc
export NUM_CORES = 4
export LEC_CHECK = 1
export CORE_AREA = 10 10 70 70
export DIE_AREA = 0 0 80 80
export SYNTH_HDL_FRONTEND = slang
--- constraint.sdc ---
current_design seven_seg_com

set clk_period 1.2
set clk_io_pct 0.2

create_clock -name clk0 -period $clk_period

set non_clock_inputs [all_inputs -no_clocks]
set_input_delay [expr $clk_period * $clk_io_pct] -clock clk0 $non_clock_inputs
set_output_delay [expr $clk_period * $clk_io_pct] -clock clk0 [all_outputs]
--- design.v ---
`timescale 1ns / 1ps
module seven_seg_com(
    input logic [3:0] num,
    input logic [2:0] sel,
    output logic A,B,C,D,E,F,G,DP,
    output logic [7:0] AN
);
    always_comb
        begin
            A = (~num[3] & ~num[2] & ~num[1] & num[0]) | (~num[3] & num[2] & ~num[1] & ~num[0]) | 
                (num[3] & num[2] & ~num[1] & num[0]) | (num[3] & ~num[2] & num[1] & num[0]);
            B = (num[2] & num[1] & ~num[0]) | (num[3] & num[1] & num[0]) |
                (num[3] & num[2] & ~num[0]) | (~num[3] & num[2] & ~num[1] & num[0]);
            C = (~num[3] & ~num[2] & num[1] & ~num[0]) | (num[3] & num[2] & num[1]) |
                (num[3] & num[2] & ~num[0]);
            D = (~num[3] & num[2] & ~num[1] & ~num[0]) | (~num[3] & ~num[2] & ~num[1] & num[0]) |
                (num[2] & num[1] & num[0]) | (num[3] & ~num[2] & num[1] & ~num[0]);
            E = (~num[3] & num[0]) | (~num[2] & ~num[1] & num[0]) |
                (~num[3] & num[2] & ~num[1]);
            F = (~num[3] & ~num[2] & num[0]) | (~num[3] & ~num[2] & num[1]) |
                (~num[3] & num[1] & num[0]) | (num[3] & num[2] & ~num[1] & num[0]);
            G = (~num[3] & ~num[2] & ~num[1]) | (num[3] & num[2] & ~num[1] & ~num[0]) |
                (~num[3] & num[2] & num[1] & num[0]);
            DP =  1;
            AN[0] = (sel[2] | sel[1] | sel[0]);
            AN[1] = (sel[2] | sel[1] | ~sel[0]);
            AN[2] = (sel[2] | ~sel[1] | sel[0]);
            AN[3] = (sel[2] | ~sel[1] | ~sel[0]);
            AN[4] = (~sel[2] | sel[1] | sel[0]);
            AN[5] = (~sel[2] | sel[1] | ~sel[0]);
            AN[6] = (~sel[2] | ~sel[1] | sel[0]);
            AN[7] = (~sel[2] | ~sel[1] | ~sel[0]);
        end
endmodule
==> Changelog: implementation <==
## Flow update

* Outcome: finished with violations
* Violated checks: negative setup slack
* Unrepaired setup endpoints after global routing: yes
* Count of hold-fix buffers inserted at cts at 0
* Area contributors post-synth: sky130_fd_sc_hd__a21oi_1 8.8%, sky130_fd_sc_hd__buf_4 7.9%, sky130_fd_sc_hd__nand3b_1 7.9%
* Antenna diode count at 0
* Hold Path Stages at 3
* Number of sequential storage elements at 0
* Area of the placeable core at 3420 um^2
* Highest clock rate at 782 MHz
* Crit path launch type: input pin
* Layout fillers at ~400
* Width of the chip at about 80 um
* Proportion of synthesized chip area in sequential cells at 0
* Number of distinct library cell variants in the gate-level netlist after synthesis at 25
* Remaining number of nets flagged by the antenna check after routing at 0
* Total standard cell area after synthesis at between 200 and 300 um^2
* Area taken by flip-flops and latches at 0 um^2
* Worst endpoint required time at around 0.96 ns
* Remaining DRCs at 0
* Antenna violations before repair at 0
* Vias in the first global route at roughly 420
* Number of top-level pins at 23
* Cell Pwr Density at 307 nW/um^2
* Total Routing Usage GR at 0.0353
* Wire length per cell after detailed routing at roughly 10 um
* IR Drop Worst-Case VDD at ~0.063 mV
* Part of the cycle the worst path needs at 1.07
* Cell area after layout at between 600 and 700 um^2
* Type of element capturing the critical path: output pin
* Leak at between 0.2 and 0.3 nW
* Max-slew violations at 0
* Layout cells sized above 1 at 0.587
* Most area-hungry cell type in the Yosys netlist: sky130_fd_sc_hd__a21oi_1
* Most common library cells after synthesis: 5 x sky130_fd_sc_hd__a21oi_1, 3 x sky130_fd_sc_hd__buf_4, 3 x sky130_fd_sc_hd__nand3_1, 3 x sky130_fd_sc_hd__nand3b_1, 3 x sky130_fd_sc_hd__nor2_1
* Library cell with the highest instance count after synthesis: sky130_fd_sc_hd__a21oi_1
* Overall Power at 0.203 mW
* End of the worst hold path: AN[0]
* Data arrival time at the worst-slack endpoint at 1.04 ns
* Hold Startpoint: sel[0]
* Clock tree buffer count of the final layout at 0
* Log Warnings at 34
* Via count at between 400 and 500
* Area Growth Syn to Fin at 133%
* 1st-pass router iterations at 2
* Total die size at 6400 um^2
* Hold Violations, Final at 0
* Initial Util at 0.0832
* Die Ht at 80 um
* Warnings, synthesis at 0
* Tally of buffers added on design ports at 22
* Hold Path Class: input pin to output pin
* Number of cells in the yosys synthesis report at ~42
* Syn Area/Cell at between 6 and 7 um^2
* Pin count of the biggest net entering global routing at 10
* Max FO, Critical Path at 4
* Row Count at 21
* Gate count of the mapped netlist at about 42
* Final setup violation count at 4
* First-pass GRT wire length at 1930 um
* Setup WS post-layout at -0.0789 ns
* Number of max-cap violations at 0
* Half-perimeter wire length of the detailed placement result at 917 um
* Iter 0 DRT Violations at 19
* Mean number of vias per cell at approximately 3.5
* Placed cell areas at 606 um^2
* GPL Wtd Cong at slightly above 0.7
* Final Routed Wirelength at between 1000 and 1500 um
* Minimum clock period at roughly 1.3 ns
* Aggregate global routing overflow at 0
* Yosys stat chip area at 284 um^2
* Type of the setup path with the least slack: input pin to output pin
* Hold Slack at between 0.7 and 0.8 ns
* Top-area cell share at 0.0881
how the worst max path moves through the flow:
| stage | start | end | slack [ns] | cells past startpoint |
|---|---|---|---|---|
| finish | num[2] | D | -0.08 | 7 |
| global route | num[2] | F | -0.11 | 7 |
| CTS | num[2] | G | -0.06 | 5 |
kinds of logic (layout without fill, tap and decap cells):
kind of cell    Yosys count  after routing  synth area share
buf+inv                   5             38             0.137
compound gates           12             12             0.269
simple gates             22             22             0.515
mux                       1              1            0.0352
other cells               1              1            0.0132
xor+xnor                  1              1            0.0308
placed cells by master (no fill, tap or decap), types with 2 or more instances in the layout:
cell type                       instances
sky130_fd_sc_hd__buf_2                 14
sky130_fd_sc_hd__buf_4                  8
sky130_fd_sc_hd__buf_6                  8
sky130_fd_sc_hd__dlygate4sd2_1          5
sky130_fd_sc_hd__a21oi_2                3
sky130_fd_sc_hd__nand3b_1               3
sky130_fd_sc_hd__nand3_1                3
sky130_fd_sc_hd__buf_8                  3
sky130_fd_sc_hd__nand2b_1               2
sky130_fd_sc_hd__o2bb2ai_1              2
sky130_fd_sc_hd__nor2_2                 2
sky130_fd_sc_hd__nand2_1                2
sky130_fd_sc_hd__or3b_1                 2
sky130_fd_sc_hd__a21oi_1                2
metal layers:
layer / global-route usage / wire, um / vias to the layer above
met5: 0 / 0 / -
met3: 0.0250 / 182 / 0
met4: 0 / 0 / 0
met1: 0.0442 / 570 / 189
li1: - / - / 219
met2: 0.0514 / 483 / 16
critical path, cell delays in order:
cell,delay [ns]
sky130_fd_sc_hd__buf_8,0.10
sky130_fd_sc_hd__buf_6,0.12
sky130_fd_sc_hd__buf_6,0.11
sky130_fd_sc_hd__nor2b_4,0.14
sky130_fd_sc_hd__a211oi_2,0.08
sky130_fd_sc_hd__a21oi_1,0.13
sky130_fd_sc_hd__buf_2,0.12
final cells by class:
type | instances | area (um^2) | share of cell area
multi-input cells | 37 | 294 | 0.445
well taps | 46 | 57.6 | 0.0871
repair buffers | 38 | 309 | 0.468
through the flow:
stage / utilization / setup TNS (ns) / instances / setup slack [ns]
floorplan: - / 0 / 42 / 0.197
CTS: 0.186 / -0.158 / 121 / -0.0615
global route: 0.193 / -0.488 / 121 / -0.107
global placement: 0.177 / -9.77 / 116 / -0.857
detailed placement: 0.177 / -9.85 / 116 / -0.868
finish: 0.193 / -0.182 / 121 / -0.0789
power by group:
group | total (mW) | internal, mW | leakage (nW) | switching [mW]
Clock | 0 | 0 | 0 | 0
Sequential | 0 | 0 | 0 | 0
Combinational | 0.203 | 0.122 | 0.289 | 0.0808
Total | 0.203 | 0.122 | 0.289 | 0.0808
what timing repair did:
| action | 4_1_cts | 5_1_grt |
|---|---|---|
| setup buffers | 5 | 0 |
| pin swaps | 12 | 5 |
| setup endpoints to repair | 15 | 6 |
| gates resized | 87 | 6 |
| cloned | 1 | 0 |
Power is estimated from default activity; no workload was simulated.
